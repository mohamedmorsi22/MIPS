### constraint.sdc
current_design reg_file

set clk_period 5.9
set clk_io_pct 0.2

create_clock -name clk0 -period $clk_period [get_ports {clk}]

set non_clock_inputs [all_inputs -no_clocks]
set_input_delay [expr $clk_period * $clk_io_pct] -clock clk0 $non_clock_inputs
set_output_delay [expr $clk_period * $clk_io_pct] -clock clk0 [all_outputs]
### config.mk
export PLATFORM = sky130hd
export DESIGN_NAME = reg_file
export DESIGN_NICKNAME = reg_file
export VERILOG_FILES = /design/flow/design.v
export SDC_FILE = /design/flow/constraint.sdc
export NUM_CORES = 4
export LEC_CHECK = 1
export CORE_UTILIZATION = 30
### run.sh
#!/bin/bash
# OpenROAD 26Q1-2900-gdf79404cd8, Yosys 0.63+post, stock flow scripts
make -C /OpenROAD-flow-scripts/flow DESIGN_CONFIG=/design/flow/config.mk WORK_HOME=/design/flow/orfs finish
### design.v
`timescale 1ns / 1ps
module reg_file
    (
     input logic clk,
     input logic [4:0] rd_addr1,rd_addr2,
     input logic [4:0] wr_addr,
     input logic wr_en,
     input logic [31:0] in_data,
     output logic [31:0] out_data1,out_data2
    );
    logic [31:0] reg_file [0:31];
    always_ff @(posedge clk)
    if (wr_en)
    reg_file[wr_addr] <= in_data;
    assign out_data1 = (rd_addr1 == 0)? 0 : reg_file[rd_addr1];
    assign out_data2 = (rd_addr2 == 0)? 0 : reg_file[rd_addr2];
endmodule
==> impl.org <==
#+TITLE: Implementation results

** Outcome
- Run status :: finished clean

** Clock tree
- TritonCTS clock tree :: yes
- No sink is reached through more buffers than the 3 on the longest clock path.
- The CTS report gives the tree buffer count as 108.
- The H-tree was split into 3 levels.
- Clock tree synthesis selected as its root buffer the cell sky130_fd_sc_hd__clkbuf_16.
- The clock net in this run drives a total of 1,024 sinks.
- CTS hold repair buffers :: 0
- For reference, the clock transition at the flip-flops on the worst setup and hold paths is 60 ps.

** Worst setup path
- Grouping stages by cell kind, the critical path spends the most delay in simple AND/OR/NAND/NOR gates.
- Max incr delay on CP :: 850 ps
- Looking at the critical path, the highest net fanout was 14.
- On the critical path, the stage with the largest delay is an instance of sky130_fd_sc_hd__nor3_1.
- Startpoint type of the worst setup path :: primary input
- Count of buffering cells on the critical path with inverters included :: 3
- The data arrival time reported for the critical path is about 4700 ps.
- The critical path is of the primary input to output port type.
- Capturing element type of the critical path :: output port
- For the worst setup path, the data required time is roughly 4700 ps.
- Most common cell on crit path :: sky130_fd_sc_hd__clkdlybuf4s50_1
- Per STA, the worst path is made up of clkdlybuf4s50_1, or3_2, buf_4, o221ai_1, a211oi_1, nor3_1, clkdlybuf4s50_1.

** Final timing
- The final max-slew violation count recorded for this run is 0.
- Summed over all failing endpoints, the final setup total negative slack is 0 ps.
- Hold is met by 1320 ps.
- The final timing report lists a hold violation count of 0.
- # setup viols final :: 0
- The transition time recorded at the tightest slew-check pin is 1040 ps.
- Worst slew margin relative to its limit :: 29.9%
- Crit path time final :: ~6000 ps
- Top achievable clock speed :: around 170 MHz
- Share of the cycle needed by the critical path after routing :: 98.8%
- Setup repair after global routing left no endpoint under its margin.

** Route
- Dividing the detail-routed wire length by the instance count gives 31.1 um.
- The detailed router put a total of between 40,000 and 50,000 um of wire on met1.
- Remaining number of nets flagged by the antenna check after routing :: 0
- Wire segments on met3 add up to 27,600 um in the final route.
- Signal nets in the final route climb as high as met5.
- In the detailed route, the total length drawn on met2 is 67,700 um.
- The routed layout reports a DRC error count of 0.
- For this block, the routed nets add up to 147,000 um of wire.
- Initial DRC Count :: 1,577
- According to the report, the first pass of detailed routing completed in 5 iterations.
- Drt via density :: 5.60
- Detailed routing inserted a total of 26.5k vias.

** Power and ir drop
- The power report lists cell-internal power as 0.0127 W.
- Clock group share of total power :: 41.1%
- Tot Pwr :: 0.0164 W
- Share of total power in combinational logic :: 9.3%
- Summed over all nets, the switching power comes to 0.00368 W.
- In this run the power density over the cells is just under 300 mW/mm^2.
- The power report shows net switching accounting for 22.5% of the total.
- IR Drop Worst-Case VDD :: between 0.2 and 0.25 mV
- The script extracted a total leakage power of 17.5 nW.
- Per report_power, the sequential group accounts for 49.7% of the total.

** Synth
- Number of library cell types mapped by synthesis :: 40
- Gate count of the mapped netlist :: approximately 2.4k
- Yosys warns :: 1
- Average cell area after synthesis :: 19.6 um^2
- Most area-hungry cell type in the Yosys netlist :: sky130_fd_sc_hd__edfxtp_1
- Async SR Flop Fraction :: 0%
- Flops & latches, synth :: 1,024
- For this run, the register share of the synthesized area comes to around two thirds.
- Post-synth design cell area :: 0.0470 mm^2
- Post-synth the commonest register cell is sky130_fd_sc_hd__edfxtp_1.
- The synthesized design contains around 1k enable-type register cells.
- Fraction of post-synthesis cell area in the top cell type by area :: 65.5%
- Number of cell instances after yosys synthesis :: around 2.4k
- YS chip area :: 0.0470 mm^2
- By area the synthesized netlist is led by sky130_fd_sc_hd__edfxtp_1, sky130_fd_sc_hd__mux4_2, sky130_fd_sc_hd__mux2i_1.

** Cells and area
- Fin cells :: between 4k and 5k
- The register with the most flip-flops in the layout has 1,024 of them.
- Leaving out fill and tap cells, the most frequent cell in the layout is sky130_fd_sc_hd__edfxtp_1.
- Compared with the post-synthesis result, the final layout area differs by 17.2%.
- Proportion of layout cells with a drive suffix above 1 :: between 30 and 40%
- Share of the core filled with cells in the final layout :: 35.6%
- Top reg by flops :: reg_file
- Top flop regs :: reg_file x1024
- Top Layout Cells :: sky130_fd_sc_hd__edfxtp_1, sky130_fd_sc_hd__mux4_2, sky130_fd_sc_hd__mux2i_1, sky130_fd_sc_hd__buf_4, sky130_fd_sc_hd__clkbuf_16

** Run
- In this run the tools logged warnings totalling 26.
- Reported max-cap violation count :: 0

** Die
- According to the floorplan log, the row count is 144.
- In this run the vertical extent of the chip is around 400 um.
- Floorplan Utilization :: 30.3%
- DIE WIDTH :: ~400 um
- The region available for standard cell placement spans roughly 0.15 mm^2.
- The chip occupies 0.158 mm^2.
- For this design the top-level I/O count stands at 113.

** GRT
- The initial antenna violation count is 7.
- The total overflow left after global routing is 0.
- Entering global routing, the biggest net connects a little under 60 pins.
- Global routing used 20.0% of the available tracks across all layers.
- Via count of the first global-routing pass :: 29.5k
- The first global-routing pass estimated 209,000 um of wire.

** Placed design
- Buffers placed on the I/O ports in this run total 112.
- Placed Cells :: 4,529
- Per the gpl log, the routability congestion estimate is 0.930.
- HPWL after detailed placement :: 90,600 um

** Min path
- Worst Hold Class :: primary input to register
[through the flow]
stage	setup slack, ps	cell area, um^2
4_1_cts	229	55100
3_3_place_gp	240	51600
3_5_place_dp	253	51600
5_1_grt	25.6	55100
2_1_floorplan	1970	47000
6_report	72.9	55100
[cells in the mapped netlist (all sizes together), types with 23 or more instances]
| cell | n |
|---|---|
| a22o | 62 |
| a211o | 23 |
| mux4 | 425 |
| a2111oi | 31 |
| o22ai | 55 |
| o221ai | 31 |
| nor3 | 33 |
| mux2 | 24 |
| nand2 | 65 |
| clkbuf | 104 |
| nor2 | 35 |
| a221oi | 23 |
| buf | 97 |
| edfxtp | 1024 |
| a21oi | 46 |
| a211oi | 47 |
| inv | 25 |
| mux2i | 183 |
[what timing repair did]
action / CTS / global route
endpoints found under the hold margin: 0 / 0
gates resized: 0 / 1
buffers inserted: 0 / 0
setup endpoints to repair: 0 / 1
[worst paths after layout]
| check | start | to | slack (ps) | cells past startpoint |
|---|---|---|---|---|
| setup / recovery | rd_addr2[3] | out_data2[20] | 70 | 7 |
| hold / removal | in_data[2] | reg_file[8][2] | 1320 | 2 |
[cell type report]
type	count	area, um^2
well taps	2044	2560
flip-flops and latches	1024	30700
diodes	1	2.50
clock buffers	136	2850
fillers	14000	99700
repair buffers	286	2740
multi-input cells	1150	15400
inverters	25	98.8
clock inverters	59	629
[power groups by stage]
stage	sequential, W	clock [W]	combinational (W)
after CTS	0.00813	0.00682	0.00152
final	0.00813	0.00672	0.00152
after global routing	0.00814	0.00709	0.00161
[logic make-up after synthesis]
group | count (synthesis) | synth area share, %
mux | 632 | 24.9
simple gates | 187 | 1.94
compound gates | 331 | 5.41
flops | 1024 | 65.5
buf+inv | 226 | 2.31
[routing by layer]
layer / vias up / GRT usage [%]
li1: 10800 / -
met1: 13400 / 21.8
met2: 1955 / 29.6
met3: 237 / 16.9
met4: 16 / 4.26
met5: - / 2.18
No activity file was given, so power comes from the tool's default toggle rates.
