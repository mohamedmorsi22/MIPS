$ cat flow/config.mk
export PLATFORM = sky130hd
export DESIGN_NAME = controller
export DESIGN_NICKNAME = controller
export VERILOG_FILES = /design/flow/design.v
export SDC_FILE = /design/flow/constraint.sdc
export NUM_CORES = 4
export LEC_CHECK = 1
export CORE_AREA = 10 10 70 70
export DIE_AREA = 0 0 80 80
$ cat flow/constraint.sdc
current_design controller

set clk_period 2.3
set clk_io_pct 0.2

create_clock -name clk0 -period $clk_period

set non_clock_inputs [all_inputs -no_clocks]
set_input_delay [expr $clk_period * $clk_io_pct] -clock clk0 $non_clock_inputs
set_output_delay [expr $clk_period * $clk_io_pct] -clock clk0 [all_outputs]
$ cat flow/design.v
`timescale 1ns / 1ps
module ALU_decoder
   (
     input logic [1:0] ALU_op,
     input logic [5:0] func,
     output logic [2:0] ALU_control
    );
    always_comb
    begin
    case ({ALU_op,func})
    8'b00101010: ALU_control = 3'b010;   
    8'b01101010: ALU_control = 3'b110;   
    8'b10100000: ALU_control = 3'b010;  
    8'b10100010: ALU_control = 3'b110;  
    8'b10100100: ALU_control = 3'b000;  
    8'b10100101: ALU_control = 3'b001;  
    8'b10101010: ALU_control = 3'b111;  
    default: ALU_control = 3'bxxx;  
    endcase
    end
endmodule
`timescale 1ns / 1ps
module controller
    (
     input logic [5:0] opcode,
     input logic [5:0] func,
     output logic [2:0] ALU_control,
     input logic zero,
     output logic MEMwrite,
                  REGwrite,
                  ALUsrc,
                  REGdist,
                  MEMtoREG,
                  Jump,
                  Branch
    );
    logic [1:0] ALU_op;
    main_decoder MD (.ALUop(ALU_op),
                     .opcode(opcode),
                     .MEMwrite(MEMwrite),
                     .REGwrite(REGwrite),
                     .ALUsrc(ALUsrc),
                     .REGdist(REGdist),
                     .MEMtoREG(MEMtoREG),
                     .Jump(Jump),
                     .Branch(Branch));
    ALU_decoder ALU_DEC (.ALU_op(ALU_op),
                         .func(func),
                         .ALU_control(ALU_control));                 
endmodule
`timescale 1ns / 1ps
module main_decoder
    (
      input logic [5:0]opcode,
      output logic [1:0] ALUop,
      output logic MEMwrite,
                   REGwrite,
                   ALUsrc,
                   REGdist,
                   MEMtoREG,
                   Branch,
                   Jump
    );
    localparam [5:0] R_type = 6'b000000,
                     LW = 6'b100011,
                     SW = 6'b101011,
                     BEQ = 6'b000100,
                     ADDI = 6'b001000,
                     J = 6'b000010;
    logic [8:0] control;
    assign {ALUop,MEMwrite,REGwrite,ALUsrc,REGdist,MEMtoREG,Branch,Jump} = control;
    always_comb
    begin
    case (opcode)
    R_type: control = 9'b100101000;
    LW: control = 9'b000110100;
    SW: control = 9'b001010000;
    BEQ: control = 9'b010000010;
    ADDI: control = 9'b000110000;
    J: control = 9'b000000001;
    default: control = 9'bxxxxxxxxx;
    endcase
    end
endmodule
$ cat flow/run.sh
#!/bin/bash
# OpenROAD 26Q1-2900-gdf79404cd8, Yosys 0.63+post, stock flow scripts
make -C /OpenROAD-flow-scripts/flow DESIGN_CONFIG=/design/flow/config.mk WORK_HOME=/design/flow/orfs finish
==> run_results.csv <==
group,metric,value,unit
placed_design,port_buffers,22,
min_path,holdPathStages,5,
layout,seq_area,0,um^2
grt,track_usage,0.0354,
sta,max_freq,448,MHz
synthesis,avgSynthCellArea,8.49,um^2
layout,area_growth,157,%
sta,fin_crit,2.23,ns
sta,grt_setup_unrepaired,"yes",
detailed_routing,via_count,363,
detailed_routing,antenna_left,0,
layout,drive_above_1_share,0.467,
sta,finalHoldViolCount,0,
grt,grt_first_pass_wirelength,1910,um
grt,grt_pass1_vias,403,
setup_path,worstSetupStartpointType,"input port",
grt,grt_max_degree,8,
run,warnings,34,
synthesis,top_area_frac,0.105,
layout,nClkBuffers,0,
pwr,power_density,122,mW/mm^2
min_path,hold_path.class,"in2out",
floorplanning,fp_util,0.0696,
layout,seq_cell_count,0,
floorplanning,dieArea,0.00640,mm^2
floorplanning,die_w,80,um
setup_path,worst_path_largest_cell_delay,0.47,ns
setup_path,cp_max_fo,4,
setup_path,arrival,1.77,ns
placed_design,gp_congestion,0.828,
pwr,vdd_drop_max,48.9,uV
detailed_routing,vias_per_cell,3.42,
layout,fillers,390,
setup_path,criticalPathCategory,"in2out",
floorplanning,chipHeight,80,um
min_path,min_to,"ALU_control[1]",
synthesis,synthCells,28,
detailed_routing,wl,1170,um
synthesis,yosys_area,238,um^2
sta,final.setup.tns,0,ns
layout,layout.cells.non_filler,106,
grt,antenna_found_initial,0,
synthesis,ys_cells,28,
floorplanning,row_count,21,
synthesis,synthDistinctLibCells,24,
synthesis,yosys.stat.seqShare,0,
floorplanning,io_pins,23,
synthesis,ys_warn_count,2,
min_path,hold_start,"func[1]",
sta,slew_viol_final,0,
synthesis,synth.area.top_cells,"nor4bb_4, o21bai_4, nand4b_1, nor3b_1, buf_6",
sta,tightestPinTransition,0.308,ns
floorplanning,core,0.00342,mm^2
run,max_cap_violations,0,
detailed_routing,antennaDiodeCount,0,
placed_design,placedCellCount,104,
detailed_routing,dr.pass1.iters,3,
sta,relSlewSlack,0.792,
outcome,status,"finished clean",
detailed_routing,drt_iter0_markers,10,
placed_design,dpl_cell_area,572,um^2
pwr,p_leak,0.252,nW
detailed_routing,wl_per_cell,11.0,um
setup_path,crit_required,1.84,ns
sta,period_used_share,0.970,
synthesis,synth_area,238,um^2
synthesis,largest_area_cell,"nor4bb_4",
grt,overflow,0,
sta,setup_viol,0,
layout,fin_util,0.179,
layout,fin_area,612,um^2
setup_path,endpoint_kind,"primary output",
placed_design,dp_hpwl,956,um
setup_path,crit_chain,"buf_2, xor2_1, a22o_1, o21ai_2, nor2b_1, clkdlybuf4s50_1",
detailed_routing,route.detailed.drc,0,
setup_path,slowest_stage,"clkdlybuf4s50_1",
## synthesized netlist by cell type, drive strengths merged
cell    n
nor2    4
nand3   2
nand4b  2
nor3b   2
a21boi  1
a22o    1
a22oi   1
a32oi   1
a41oi   1
and3    1
and4b   1
buf     1
inv     1
nor2b   1
nor3    1
nor4    1
nor4b   1
nor4bb  1
o21ai   1
o21bai  1
or2     1
xor2    1
## cells in the final DEF, fill, tap and decap left out, drive strengths merged, types with 2 or more instances in the layout
master / n
buf: 16
clkdlybuf4s50: 11
nor2: 4
dlygate4sd2: 3
dlymetal6s2s: 3
nand4b: 2
nand3: 2
nor3b: 2
## final cells by class
class | instances | area (um^2) | area share
well taps | 46 | 57.6 | 0.0941
repair buffers | 33 | 282 | 0.460
multi-input cells | 26 | 269 | 0.440
inverters | 1 | 3.75 | 0.00613
## how the worst max path moves through the flow
| stage | from | endpoint | depth (start not counted) |
|---|---|---|---|
| 4_1_cts | func[1] | ALU_control[2] | 5 |
| 5_1_grt | opcode[5] | ALU_control[2] | 7 |
| 6_report | opcode[2] | ALU_control[2] | 6 |
## power breakdown
part / internal [mW] / leakage, nW / switching, mW
Clock: 0 / 0 / 0
Sequential: 0 / 0 / 0
Combinational: 0.0429 / 0.252 / 0.0319
Total: 0.0429 / 0.252 / 0.0319
## logic make-up (layout without fill, tap and decap cells)
logic type | Yosys count | in the layout | synth area share
xor gates and xnor gates | 1 | 1 | 0.0368
and+or+nand+nor | 18 | 18 | 0.626
buffers and inverters | 2 | 34 | 0.0631
AOI/OAI and AO/OA | 7 | 7 | 0.274
## critical path: cells and delay by family
family | cells | cell delay [ns]
buffers and inverters | 2 | 0.60
and+or+nand+nor | 1 | 0.13
xor gates and xnor gates | 1 | 0.17
AOI/OAI and AO/OA | 2 | 0.40
## stage by stage
stage          hold slack, ns  power (mW)  setup slack [ns]
6_report                 1.42      0.0747            0.0682
5_1_grt                  1.46      0.0808           -0.0234
4_1_cts                  1.64      0.0733            0.0243
3_5_place_dp             1.92      0.0688            -0.407
3_3_place_gp             1.91      0.0673            -0.383
2_1_floorplan           0.934      0.0221             0.616
## routing by layer
layer  global-route usage  part of all wire  up-vias  routed length [um]
li1                     -                 -      182                   -
met1               0.0542              0.55      159                 647
met2               0.0417              0.27       22                 317
met3               0.0216              0.17        0                 204
met4                    0                 0        0                   0
met5                    0                 0        -                   0
## timing repair
item | in CTS | in global routing
setup endpoints to repair | 10 | 2
pin swaps | 5 | 3
setup buffers | 2 | 0
resized | 30 | 5
cloned | 0 | 0
hold buffers | 0 | 0
Power is estimated from default activity; no workload was simulated.
